<file path="./run.sh">
#!/bin/bash
# OpenROAD 26Q1-2900-gdf79404cd8, Yosys 0.63+post, stock flow scripts
make -C /OpenROAD-flow-scripts/flow DESIGN_CONFIG=/design/flow/config.mk WORK_HOME=/design/flow/orfs finish
</file>
<file path="./config.mk">
export PLATFORM = sky130hd
export DESIGN_NAME = HediosRegister
export DESIGN_NICKNAME = HediosRegister
export VERILOG_FILES = /design/flow/design.v
export SDC_FILE = /design/flow/constraint.sdc
export NUM_CORES = 4
export LEC_CHECK = 1
export CORE_AREA = 10 10 70 70
export DIE_AREA = 0 0 80 80
</file>
<file path="./constraint.sdc">
current_design HediosRegister

set clk_period 1.0
set clk_io_pct 0.2

create_clock -name clk0 -period $clk_period

set non_clock_inputs [all_inputs -no_clocks]
set_input_delay [expr $clk_period * $clk_io_pct] -clock clk0 $non_clock_inputs
set_output_delay [expr $clk_period * $clk_io_pct] -clock clk0 [all_outputs]
</file>
<file path="./design.v">
module HediosRegister#(parameter DEPTH = 8)(
    input clk,
    input rst,
    input[DEPTH-1:0] hedios_in,
    input hedios_we,
    input[DEPTH-1:0] user_in,
    input user_we,
    output[DEPTH-1:0] out,
    output reg race_condition
);
reg[DEPTH-1:0] memory;
always @(clk) begin
    if (rst) begin
        memory <= {DEPTH{1'b0}};
        race_condition <= 0;
    end
    else begin
        race_condition <= 0;
        case({hedios_we, user_we})
            2'b00 : ;  
            2'b10 : memory <= hedios_in;
            2'b01 : memory <= user_in;
            default : begin
                memory <= user_in;
                race_condition <= 1;
            end
        endcase
    end
end
assign out = memory;
endmodule
</file>
==> results_slide.txt <==
Flow Results at a Glance

Status
  – Status: finished, final reports clean

Layout
  – Non-Filler Instances: approximately 110
  – Finished Cell Area: 678 um^2
  – Largest Register: memory
  – Layout area overhead: 97.1%
  – Share of cells above drive strength 1: 0.0746
  – Largest register FFs: 8
  – Biggest regs: memory (8)
  – Post-layout util: 0.199

Run
  – Tool Warnings: 33
  – Max cap viols: 0

Drt
  – TritonRoute pass-1 iters: 3
  – Diode count: 0
  – Total routed wirelength: 1300 um
  – Initial detailed-routing violation count: 11
  – Final ANT Viol Nets: 0
  – DR vias: approximately 390
  – Via/cell ratio: 3.43
  – Routed WL per cell: 11.5 um
  – Post-route DRC violation count: 0

GRT
  – All-Layer GR Usage: 0.0396
  – Largest net degree at the start of global routing: 18
  – Total gr overflow: 0
  – Global-route wire length before repair: about 2100 um
  – Vias in the first global route: 434
  – Initial antenna violation count: 0

Floorplan
  – Fp_density: 0.101
  – Chip area: 0.00640 mm^2
  – Die Y: about 80 um
  – Ports: 29
  – Total core area: approximately 0.0034 mm^2
  – Die X: 80 um
  – Site row count: 21

Power
  – Static leakage: 0.251 nW
  – Switching part of the total power: 0.304
  – Sequential share of power: 0.097
  – Pwr Total: 174 uW
  – Peak VDD IR: 0.0900 mV
  – P per Cell Area: 256 mW/mm^2
  – Psw: 52.8 uW
  – Pint: 121 uW
  – Comb power frac: 0.903
  – Clk pwr share: 0

Min path
  – HP Class: input pin to output port
  – WHS Path Cells: 3
  – Hold Crit Start: rst

Place
  – HPWL Detailed: 1110 um
  – Placed cell count: 113
  – Port Buffers: 28
  – Post-place setup slack: -0.509 ns
  – Routability cong.: between 0.7 and 0.8
  – Post-DP Area: 687 um^2

Final timing
  – Final TNS setup: 0 ns
  – Endpoints left unconstrained: 16
  – Register pins left without a clock: 8
  – Max-slew headroom at the worst pin: 0.446
  – Fin. max-slew vios: 0
  – Worst Slack Setup Final: 0.124 ns
  – Fmax: 1140 MHz
  – Slew of the pin with the lowest slew margin: 0.824 ns
  – Final Critical Period: 0.876 ns
  – RSZ-0062 raised after global routing: no
  – Setup violators final: 0
  – Final hold violations: 0
  – Final period util: 0.876
  – Hold slack: 0.765 ns

Synth
  – Distinct cell type count after synthesis: 11
  – Mean Syn Cell Area: 8.82 um^2
  – Synthesized area: 344 um^2
  – Post-Synthesis Cells: 39
  – Yosys stat cell total: 39
  – Synth warn: 1
  – Yosys chip area: between 300 and 400 um^2
  – Flops after synth: 8

Critical path
  – CP startpoint: hedios_we
  – CP Max Fanout: 2
  – Critical path required time: 0.80 ns
  – Setup crit end: race_condition
  – Crit path launch type: input pin
  – CP endpoint kind: output port
  – Critical path class: input pin to output port
  – WP data arrival: 0.68 ns

Clock tree
  – Postcts setup bufs: 0
  – PostCTS Resize Cnt: 6
  – Post-CTS Hold Fix Bufs: 0
==> power groups by stage <==
stage                 Clock [mW]  Sequential (mW)  Combinational (mW)
after CTS                      0           0.0169               0.160
after global routing           0           0.0174               0.173
final                          0           0.0169               0.157
==> cell usage after synthesis <==
| cell type | count | area share |
|---|---|---|
| dlxtn_1 | 8 | 0.35 |
| nand2b_1 | 8 | 0.15 |
| nand4bb_1 | 8 | 0.26 |
| o21ai_1 | 8 | 0.12 |
| buf_2 | 1 | 0.015 |
| buf_4 | 1 | 0.022 |
| clkbuf_2 | 1 | 0.015 |
| nand2_1 | 1 | 0.011 |
| nor2_1 | 1 | 0.011 |
| nor2b_4 | 1 | 0.040 |
| nor3_1 | 1 | 0.015 |
==> worst min path at each step <==
stage                       endpoint  slack (ns)
after CTS             race_condition        0.78
after global routing  race_condition        0.80
final                 race_condition        0.76
==> metal layers <==
| metal | up-vias | share of wire | routed length [um] | GRT usage |
|---|---|---|---|---|
| li1 | 197 | - | - | - |
| met4 | 0 | 0 | 0 | 0 |
| met5 | - | 0 | 0 | 0 |
| met2 | 19 | 0.40 | 514 | 0.0610 |
| met1 | 172 | 0.47 | 610 | 0.0526 |
| met3 | 0 | 0.13 | 171 | 0.0182 |
==> cells in the final DEF (no fill, tap or decap) <==
master and n:
buf_2 1, buf_4 3, clkdlybuf4s50_1 24, dlxtn_1 8, dlygate4sd2_1 3, nand2_1 1
nand2b_1 8, nand4bb_1 8, nor2_1 1, nor2b_4 1, nor3_1 1, o21ai_1 8
==> worst max-delay path, cell delays in order <==
cell and delay, ns:
dlygate4sd2_1 0.23, nand2_1 0.05, nor2_1 0.09, buf_2 0.10
==> area by class of cell <==
type | instances | area, um^2
fill | 394 | 2740
timing repair buffer | 31 | 294
tap | 46 | 57.6
multi-input combinational | 28 | 206
sequential | 8 | 120
==> cell families after synthesis <==
kind of cell / count (synthesis) / share of synthesized area
buffers and inverters: 3 / 0.0509
AND/OR/NAND/NOR: 20 / 0.484
AND-OR/OR-AND: 8 / 0.116
latches: 8 / 0.349
No activity file was given, so power comes from the tool's default toggle rates.
